==> flow/design.v <==
module SPI_mnrch (
  input clk, rst_n, MISO, snd,
  input [15:0] cmd,
  output logic done, SS_n,
  output SCLK, MOSI,
  output [15:0] resp
);
logic init, shift, full, done16, ld_SCLK, set_done;
logic [15:0] shift_reg, shift_reg2;
logic [4:0] bit_cntr, SCLK_div;
typedef enum logic [1:0] {idle = 2'b00, shifting = 2'b01, finish = 2'b10} state_t;
state_t state, nxt_state;
always_ff @(posedge clk, negedge rst_n) begin
  if(!rst_n)
    state <= idle;
  else
    state <= nxt_state;
end
always_comb begin
  nxt_state = state;
  ld_SCLK = 0;
  init = 0;
  set_done = 0;
  case(state)
    idle : begin
      ld_SCLK = 1;
      if(snd) begin
        init = 1;
        nxt_state = shifting;
      end
    end
    shifting : begin
      if(done16) begin
        nxt_state = finish;
      end
    end
    finish : begin
      if(full) begin
        ld_SCLK = 1;
        set_done = 1;
        nxt_state = idle;
      end
    end
    default : begin
      nxt_state = state;
    end
  endcase
end
always_ff @(posedge clk, negedge rst_n) begin
  if(!rst_n)
    done <= 1'b0;
  else if (init)
    done <= 1'b0;
  else if (set_done)
    done <= 1'b1;
  else
    done <= done;
end
always_ff @(posedge clk, negedge rst_n) begin
  if(!rst_n)
    SS_n <= 1'b1;
  else if (init)
    SS_n <= 1'b0;
  else if (set_done)
    SS_n <= 1'b1;
  else
    SS_n <= SS_n;
end
always_ff @(posedge clk, negedge rst_n) begin
  if (~rst_n)
    bit_cntr <= 0;
  else if(init)
    bit_cntr <= '0;
  else if(shift)
    bit_cntr <= bit_cntr + 5'b1;
  else
    bit_cntr <= bit_cntr;
end
assign done16 = (bit_cntr == 5'b10000);
always_ff @(posedge clk, negedge rst_n) begin
  if (~rst_n)
    SCLK_div <= 5'b10111;
  else if(ld_SCLK)
    SCLK_div <= 5'b10111;
  else
    SCLK_div <= SCLK_div + 5'b1;
end
assign SCLK = SCLK_div[4];
assign shift = SCLK_div === 5'b10001;
assign full = &SCLK_div;
always_ff @(posedge clk, negedge rst_n) begin
  if(!rst_n)
    shift_reg <= '0;
  else if(init)
    shift_reg <= cmd;
  else if(shift)
    shift_reg <= {shift_reg[14:0], MISO};
  else
    shift_reg <= shift_reg;
end
assign MOSI = shift_reg[15];
assign resp = shift_reg;
endmodule
module inert_intf(clk,rst_n,strt_cal,cal_done,heading,rdy,lftIR,
              rghtIR,SS_n,SCLK,MOSI,MISO,INT,moving);
    parameter FAST_SIM = 1;	 
    input logic clk, rst_n;
    input logic MISO;					 
    input logic INT;					 
    input logic strt_cal;				 
    input logic moving;					 
    input logic lftIR,rghtIR;			 
    output cal_done;				 
    output signed [11:0] heading;	 
    output rdy;					 
    output SS_n,SCLK,MOSI;		 
    logic snd, done, C_Y_H, C_Y_L, vld, INT_1, INT_stable;         
    logic [7:0] resp, reg_low, reg_high;
    logic [15:0] cmd, count, yaw_rt, full_resp;
    SPI_mnrch iSPI(.clk(clk), .rst_n(rst_n), .MISO(MISO), .snd(snd), .cmd(cmd), .done(done), .SS_n(SS_n), .SCLK(SCLK), .MOSI(MOSI), .resp(full_resp));
    typedef enum reg [2:0] {init1, init2, init3, idle, read_low, read_high} action;
    action state, next_state;
    assign yaw_rt = {reg_high, reg_low};
    assign resp = full_resp[7:0];
    always_ff@(posedge clk, negedge rst_n)
    if (!rst_n) begin
        reg_low <= 8'h00;
        reg_high <= 8'h00;
    end else if (C_Y_H)
        reg_high <= resp;
    else if (C_Y_L)
        reg_low <= resp;
    always_ff@(posedge clk, negedge rst_n)
    if (!rst_n)
        state <= init1;
    else
        state <= next_state;
    always_comb begin
        next_state = state;
        snd = 0;
        C_Y_H = 0;
        C_Y_L = 0;
        vld = 0;
        cmd = 16'h0000;
        case (state)
            init1: begin
                cmd = 16'h0d02;
                if (&count) begin
                    next_state = init2;
                    snd = 1;
                end
            end
            init2: begin
                cmd = 16'h1160;
                if (done) begin
                    next_state = init3;
                    snd = 1;
                end
            end
            init3: begin
                cmd = 16'h1440;
                if (done) begin
                    next_state = idle;
                    snd = 1;
                end
            end
            idle: begin 
                cmd = 16'hA6xx;
                if (INT_stable) begin
                    next_state = read_low;
                    snd = 1;
                end
            end
            read_low: begin 
                cmd = 16'hA7xx;
                if (done) begin
                    next_state = read_high;
                    C_Y_L = 1;
                    snd = 1;
                end
            end
            read_high: if (done) begin
                next_state = idle;
                C_Y_H = 1;
                vld = 1;
            end
            default: next_state = init1;
        endcase
    end
    always_ff@(posedge clk, negedge rst_n)
    if (!rst_n) begin
        INT_1 <= 0;
        INT_stable <= 0;
    end else begin
        INT_1 <= INT;
        INT_stable <= INT_1;
    end
    always_ff@(posedge clk, negedge rst_n)
    if (!rst_n)
        count <= 16'h0000;
    else
        count <= count + 16'b1;
    inertial_integrator #(FAST_SIM) iINT(.clk(clk), .rst_n(rst_n), .strt_cal(strt_cal),.vld(vld),
                           .rdy(rdy),.cal_done(cal_done), .yaw_rt(yaw_rt),.moving(moving),.lftIR(lftIR),
                           .rghtIR(rghtIR),.heading(heading));
endmodule
module inertial_integrator(clk,rst_n,strt_cal,cal_done,vld,rdy,yaw_rt,
                           lftIR,rghtIR,heading,moving);
parameter FAST_SIM = 1;		 
input clk, rst_n;
input strt_cal;						 
input vld;							 
input signed [15:0] yaw_rt;			 
input lftIR,rghtIR;					 
input moving;						 
output logic cal_done;				 
output reg rdy;
output signed [11:0] heading;
  reg signed [18:0] yaw_comp;			 
  reg signed [18:0] yaw_scaled;			 
  reg vld_ff1,vld_ff2;				 
  logic clr_integrator;
  logic clr_smpl_cntr;
  logic en_smpl_cntr;
  logic compensate_offset;
  typedef enum reg[1:0] {IDLE,CALIBRATING,RUNNING} state_t;
  state_t state,nstate;
  reg signed [26:0] yaw_int;						 
  reg signed [18:0] yaw_off;						 
  reg [11:0] smpl_cntr;								 
  wire signed [12:0] raw_heading;
  wire signed [23:0] prod_rate;		 
  wire enough_smpls;		 
  wire signed [18:0] yaw_fusion;
  always_ff @(posedge clk, negedge rst_n)
    if (!rst_n)
	   state <= IDLE;
	 else
	   state <= nstate;
  always_comb begin
	 cal_done = 0;
	 clr_integrator = 0;
	 clr_smpl_cntr = 0;
	 en_smpl_cntr = 0;
	 compensate_offset = 0;
	 nstate = IDLE;
	 case (state)
	   IDLE : begin
		  if (strt_cal) begin				 
		    clr_integrator = 1;			 
			clr_smpl_cntr = 1;				 
		    nstate = CALIBRATING;			 
		  end else
		    nstate = IDLE;
		end
		CALIBRATING : begin
		  en_smpl_cntr = vld_ff1;			 
		  if (enough_smpls) begin			 
		    cal_done = 1;
			clr_integrator = 1;
			nstate = RUNNING;
		  end else
			nstate = CALIBRATING;
		end
		default : begin		 
		  compensate_offset = 1;
		  if (strt_cal) begin				 
			 clr_smpl_cntr = 1;
			 clr_integrator = 1;
			 nstate = CALIBRATING;
		  end else
		    nstate = RUNNING;
		end
	 endcase
  end
  always_ff @(posedge clk, negedge rst_n) begin
    if (~rst_n) yaw_comp <= 0;
    else yaw_comp <= (compensate_offset) ? {yaw_rt,3'b000}-yaw_off : {{3{yaw_rt[15]}},yaw_rt};
  end
  assign prod_rate = yaw_comp*$signed(6'h1F);	 
  always_ff @(posedge clk, negedge rst_n)
    if (~rst_n)
      yaw_scaled <= 0;
    else if (vld_ff1)
      yaw_scaled <= (compensate_offset) ? prod_rate[23:5] : yaw_comp;		 
  always @(posedge clk, negedge rst_n)
    if (!rst_n)
	  smpl_cntr <= 0;
	else if (clr_smpl_cntr)
	  smpl_cntr <= 0;
	else if (en_smpl_cntr)
	  smpl_cntr <= smpl_cntr + 12'b1;
  generate if (FAST_SIM)
    assign enough_smpls = (smpl_cntr==12'h008) ? 1'b1 : 1'b0;
  else
    assign enough_smpls = (smpl_cntr==12'h800) ? 1'b1 : 1'b0;
  endgenerate
  always_ff @(posedge clk, negedge rst_n)
    if (!rst_n) begin
	  vld_ff1 <= 1'b0;
	  vld_ff2 <= 1'b0;
	  rdy <= 1'b0;
	end else begin
      vld_ff1 <= vld;
      vld_ff2 <= vld_ff1;
	  rdy <= vld_ff2;
	end
  assign yaw_fusion = (compensate_offset&lftIR&~rghtIR) ? 19'h03000 :
                      (compensate_offset&~lftIR&rghtIR) ? 19'h7D000 :
					  19'h00000;
  always @(posedge clk, negedge rst_n)
    if (!rst_n) begin
	  yaw_int <= 0;
	end else if (clr_integrator) begin
	  yaw_int <= 0;
	end else if ((vld_ff2) && ((!compensate_offset) || (moving))) begin
	  if (FAST_SIM)	 
	    yaw_int  <= yaw_int + {{8{yaw_scaled[18]}},yaw_scaled} + {{9{yaw_scaled[18]}},yaw_scaled[18:1]} +
	                          {{8{yaw_fusion[18]}},yaw_fusion};
      else
	    yaw_int  <= yaw_int + {{8{yaw_scaled[18]}},yaw_scaled} +
	                          {{8{yaw_fusion[18]}},yaw_fusion};
	end
  always @(posedge clk, negedge rst_n)
    if (!rst_n) begin
	  yaw_off <= 19'h00000;
	end else if (cal_done) begin
	  if (FAST_SIM) begin
		yaw_off <= yaw_int[21:0];
      end else begin
		yaw_off <= yaw_int[26:8];
	  end
	end
	assign heading = yaw_int[26:15];
endmodule
==> flow/run.sh <==
#!/bin/bash
# OpenROAD 26Q1-2900-gdf79404cd8, Yosys 0.63+post, stock flow scripts
make -C /OpenROAD-flow-scripts/flow DESIGN_CONFIG=/design/flow/config.mk WORK_HOME=/design/flow/orfs finish
==> flow/config.mk <==
export PLATFORM = sky130hd
export DESIGN_NAME = inert_intf
export DESIGN_NICKNAME = inert_intf
export VERILOG_FILES = /design/flow/design.v
export SDC_FILE = /design/flow/constraint.sdc
export NUM_CORES = 4
export LEC_CHECK = 1
export CORE_UTILIZATION = 40
==> flow/constraint.sdc <==
current_design inert_intf

set clk_period 12.5
set clk_io_pct 0.2

create_clock -name clk0 -period $clk_period [get_ports {clk}]

set non_clock_inputs [all_inputs -no_clocks]
set_input_delay [expr $clk_period * $clk_io_pct] -clock clk0 $non_clock_inputs
set_output_delay [expr $clk_period * $clk_io_pct] -clock clk0 [all_outputs]
==> out/qor.tcl <==
set qor(synth_area_in_simple_gates_pct) 12.69
set qor(required_time_at_the_worst_slack_endpoint_ns) 12.80
set qor(hold-worst-slack_ns) 0.3599
set qor(cp_top_family) {AND-OR/OR-AND gates}
set qor(gp_congestion) 0.9166
set qor(cpMaxStageDelayCell) {fa_1}
set qor(critPathMaxStageDelay_ns) 0.52
set qor(static_power_due_to_leakage_nw) 7.012
set qor(number_of_enable_type_register_cells_in_the_synthesized_netlist) 0
set qor(worstPathCellList) {clkdlybuf4s50_1, nand3b_1, buf_4, nand2_1, fa_1, fa_1, ha_1, and2_1, a221o_1, a21oi_1, o21a_1, o221ai_1, mux2i_1, o21ai_0}
set qor(synthesis.instances) 1309
set qor(synthTopCellsByCount) {inv_1 (177), dfrtp_1 (165), nand2_1 (138)}
set qor(final.min_clock_period_ns) 6.024
set qor(totalWireLength_mm) 25.44
set qor(die_width_um) 179.7
set qor(numClockSinks) 173
set qor(largest_reg_flops) 27
set qor(clkLatencyLatePin_ns) 0.44
set qor(p_seq_share_pct) 48.7
set qor(worst-endpoint-arrival_ns) 6.33
set qor(grt_first_pass_wirelength_mm) 43.81
set qor(critical_path_class) {input port to flop}
set qor(synth_dominant_cell_count) {inv_1}
set qor(clkSlewWorstSetupHoldPaths_ns) 0.07
set qor(chip_area_mm2) 0.03230
set qor(yosysWarnings) 3
set qor(synth.logic.top_family) {adder cells}
set qor(crit_path_frequent_cell) {fa_1}
set qor(worstRegToRegCells) 14
set qor(syn-cell-area_mm2) 0.01263
set qor(ys_sh_adder_pct) 24.09
set qor(core_mm2) 0.03083
set qor(synthDominantAreaCellType) {dfrtp_1}
set qor(worst_r2r_endpoint) {iINT.yaw_scaled[16]}
set qor(hold-path-cell-count) 0
set qor(cts.repair.resized) 0
set qor(ys_cells) 1309
set qor(run_status) {complete, no violations}
set qor(place.detailed.hpwl_mm) 18.93
set qor(chipHeight_um) 179.7
set qor(fin_ws_ns) 6.476
set qor(final.fill_count) 2855
set qor(filler_free_cell_count_of_the_finished_design) 1728
set qor(max_slew.worst_pin.slew_ns) 0.6820
set qor(grt_overflow_total) 0
set qor(drive_above_1_share_pct) 7.357
set qor(worst_hold_startpoint) {INT_1}
set qor(grt_antenna_before_repair) 0
set qor(final_max_slew_viol_count) 0
set qor(max_freq_mhz) 166.0
set qor(grt_pass1_vias) 8637
set qor(max-vdd-ir-drop_v) 0.00009791
set qor(yosys_register_bits) 173
set qor(critical_path_peak_fanout) 11
set qor(xor_share_pct) 5.061
set qor(grt_start_max_net_pins) 58
set qor(holdBufCountCts) 0
set qor(antenna_left) 0
set qor(synth_cell_type_count) 61
set qor(vias_per_cell) 5.105
set qor(yosys-stat-area_mm2) 0.01263
set qor(stage_log_warnings) 32
set qor(number_of_cts_inserted_buffers) 17
set qor(grt_setup_unrepaired) {false}
set qor(worst_setup_path_start_kind) {input port}
set qor(postSynthSeqShare_pct) 34.35
set qor(std_cell_rows) 64
set qor(groute.usage.overall_pct) 17.30
set qor(crit_path_from) {lftIR}
set qor(worst_slew_slack_as_a_fraction_of_its_limit_pct) 54.53
set qor(post_synth_main_area_contributors) {dfrtp_1 (33%), fa_1 (13%), ha_1 (11%)}
set qor(registers.top_by_ff_count) {iINT.yaw_int}
set qor(power_frac_clock_pct) 50.1
set qor(clock_tree_from_tritoncts) {done}
set qor(cts_setup_buffers) 0
set qor(ff_to_ff_start) {iINT.yaw_comp[6]}
set qor(vias) 8821
set qor(number_of_ports_placed_on_the_die_boundary) 25
set qor(htreeDepth) 4
set qor(detail_route.iter0.violations) 461
set qor(place_inst) 1696
set qor(worstSetupEndpointType) {flop}
set qor(areaGrowthSynthToFinish_pct) 10.04
set qor(logic_area_mm2) 0.007423
set qor(placement.io_buffers) 24
set qor(post_synth_ao_oa_area_fraction_pct) 13.32
set qor(cts-root-buf) {clkbuf_16}
set qor(async_reset_ff_share_pct) 100.0
set qor(share_of_synthesized_area_spent_on_multiplexers_pct) 3.486
set qor(net-switching-power_mw) 0.2486
set qor(clock_path_buffers) 2
set qor(powerDensity_mw_per_mm2) 82.86
set qor(timing.final.crit_share_pct) 48.19
set qor(worst-r2r-setup-slack_ns) 8.05
set qor(timing.critical_path.buf_inv) 2
set qor(p_comb_share_pct) 1.2
set qor(placement.setup.worst_slack_ns) 6.087
set qor(drc) 0
set qor(power.switching_fraction_pct) 21.58
set qor(syn_area_per_cell_um2) 9.651
set qor(dr.pass1.iters) 5
set qor(cellInternalPower_mw) 0.9034
set qor(wl_per_cell_um) 14.72
set qor(cap_violations) 0
set qor(antenna_cells) 0
set qor(hold_end) {INT_stable}
set qor(effective_utilization_at_floorplan_pct) 40.98
set qor(final.setup_skew_ns) 0.01321
set qor(tns_ns) 0
set qor(report.final.setup_viol) 0
set qor(hold_class) {flop to flop}
set qor(leading_register_cell_type_out_of_synthesis) {dfrtp_1}
set qor(storage_element_area_mm2) 0.004339
set qor(final_hold_viol_count) 0
set qor(synth.top_cell.area_share_pct) 32.68
[how the worst max path moves through the flow]
stage | to | slack, ns | depth (start not counted)
final | iINT.yaw_int[25] | 6.48 | 14
after global routing | iINT.yaw_int[25] | 6.24 | 14
after CTS | iINT.yaw_int[23] | 6.54 | 14
[routing by layer]
layer	track usage, %	wire (µm)
met1	29.38	13200
met4	1.379	248
met5	0	0
met3	3.756	1194
met2	24.56	10790
[placed cells by master, fill, tap and decap left out, types with 12 or more instances in the layout]
master,n
a21o_1,27
a21oi_1,61
a31oi_1,22
and3_1,15
buf_4,14
clkbuf_16,17
clkdlybuf4s50_1,23
dfrtp_1,165
fa_1,82
ha_1,112
inv_1,177
mux2_2,32
nand2_1,138
nand3_1,33
nand4_1,16
nor2_1,64
nor2b_1,12
nor3_1,13
o21ai_0,91
xnor2_1,39
xor2_1,34
[final cells by class]
type                    count  area share [%]
clock inverters            13           1.440
inverters                 177           4.779
repair buffers             38           2.493
clock buffers              19           3.114
well taps                 396           3.564
flip-flops and latches    173           31.21
multi-input cells         912           53.40
[cells by family (layout without fill, tap and decap cells)]
group / Yosys count / after routing
flops: 173 / 173
buf+inv: 224 / 247
mux: 40 / 40
compound gates: 268 / 268
xor+xnor: 73 / 73
simple gates: 337 / 337
fa+ha+maj: 194 / 194
[power by group through the flow]
stage	Sequential, mW	Combinational, mW	Clock (mW)
CTS	0.560	0.0153	0.592
global route	0.560	0.0170	0.615
finish	0.561	0.0143	0.577
[stage by stage]
stage	power (mW)	cell area, µm²	utilization, %
detailed placement	0.5864	13270	43.04
CTS	1.167	13900	45.09
floorplan	0.5714	12630	-
global route	1.192	13900	45.09
global placement	0.5863	13270	43.04
finish	1.152	13900	45.09
Power is estimated from default activity; no workload was simulated.

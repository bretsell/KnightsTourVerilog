### flow/config.mk
export PLATFORM = sky130hd
export DESIGN_NAME = cmd_proc
export DESIGN_NICKNAME = cmd_proc
export VERILOG_FILES = /design/flow/design.v
export SDC_FILE = /design/flow/constraint.sdc
export NUM_CORES = 4
export LEC_CHECK = 1
export CORE_UTILIZATION = 40
### flow/constraint.sdc
current_design cmd_proc

set clk_period 5.3
set clk_io_pct 0.2

create_clock -name clk0 -period $clk_period [get_ports {clk}]

set non_clock_inputs [all_inputs -no_clocks]
set_input_delay [expr $clk_period * $clk_io_pct] -clock clk0 $non_clock_inputs
set_output_delay [expr $clk_period * $clk_io_pct] -clock clk0 [all_outputs]
### flow/design.v
module cmd_proc(clk, rst_n, cmd, cmd_rdy, clr_cmd_rdy, send_resp, tour_go, heading,
    heading_rdy, strt_cal, cal_done, moving, lftIR, cntrIR, rghtIR,
    fanfare_go, frwrd, error);
    input clk, rst_n;
    input logic [15:0] cmd;
    input cmd_rdy;
    output logic clr_cmd_rdy, send_resp;
    output logic tour_go;
    input logic [11:0] heading;
    input heading_rdy;
    output logic strt_cal;
    input cal_done;
    output logic moving;
    input lftIR, cntrIR, rghtIR;
    output logic fanfare_go;
    output logic [9:0] frwrd;
    output logic signed [11:0] error;
    parameter FAST_SIM = 1;
    logic [3:0] line_cntr;
    logic [2:0] numSquares;
    logic [3:0] numShifted;
    logic cntrIR_flop, cntrIR_rise, move_done;
    logic move_cmd; assign move_cmd = (cmd[15:12] === 4'b0100) && cmd_rdy;
    logic cal_cmd; assign cal_cmd = (cmd[15:12] === 4'b0010) && cmd_rdy;
    logic fan_cmd; assign fan_cmd = (cmd[15:12] === 4'b0101) && cmd_rdy;
    logic tour_cmd; assign tour_cmd = (cmd[15:12] === 4'b0110) && cmd_rdy;
    logic fanfare;
    typedef enum logic [2:0] {IDLE, INIT, TOUR, MOVEWAIT, RAMPUP, RAMPDOWN, MOVEDELAY} state_t;
    state_t state;
    state_t nextState;
    always_ff @(posedge clk, negedge rst_n)
        if (!rst_n) state <= IDLE;
        else state <= nextState;
    logic clr_frwrd, dec_frwrd, inc_frwrd;
    always_comb begin
        clr_frwrd = 0;
        dec_frwrd = 0;
        inc_frwrd = 0;
        fanfare_go = 0;
        tour_go = 0;
        strt_cal = 0;
        send_resp = 0;
        moving = 0;
        nextState = state;
        clr_cmd_rdy = 0;
        case (state)
          IDLE: begin
            if (cal_cmd) begin nextState = INIT; strt_cal = 1; clr_cmd_rdy = 1; end
            else if (move_cmd) begin nextState = MOVEDELAY; clr_frwrd = 1; clr_cmd_rdy = 1; end
            else if (fan_cmd) begin nextState = MOVEDELAY; clr_frwrd = 1; clr_cmd_rdy = 1; end
            else if (tour_cmd) begin nextState = TOUR; clr_cmd_rdy = 1; end
          end
          INIT: if (cal_done) begin
              nextState = IDLE;
              send_resp = 1;
            end
          TOUR: begin
            tour_go = 1;
            nextState = IDLE;
          end
          MOVEDELAY: begin
            nextState = MOVEWAIT;
          end
          MOVEWAIT: begin
            if (error < $signed(12'h02C) && error > $signed(12'hFD4)) begin                
              nextState = RAMPUP;
            end
            moving = 1;
          end
          RAMPUP: if (move_done) begin
                nextState = RAMPDOWN;
                moving = 1;
            end else begin
              inc_frwrd = 1;
              moving = 1;
            end
          RAMPDOWN: if (~(|frwrd)) begin  
              nextState = IDLE;
              if (fanfare) fanfare_go = 1;  
              send_resp = 1;
              moving = 1;
            end else begin
              dec_frwrd = 1;
              moving = 1;
            end
        endcase
    end
    always_ff@(posedge clk, negedge rst_n)
      if (!rst_n)
        fanfare <= 1'b0;
      else if (cmd_rdy)
        fanfare <= fan_cmd;  
      else 
        fanfare <= fanfare;
    logic en, zero, max_spd;
    logic signed [7:0] add_term;
    assign zero = (frwrd === 10'h000) && dec_frwrd;
    assign max_spd = (&frwrd[9:8]) && inc_frwrd;
    assign en = (heading_rdy) ? ((zero | max_spd) ? 1'b0 : 1'b1) : 1'b0;       
    assign add_term = (inc_frwrd) ? ((FAST_SIM) ? 8'h20 : 8'h03) : ((dec_frwrd) ? ((FAST_SIM) ? $signed(-8'h40) : $signed(-8'h06)) : 8'h00);
    always_ff @(posedge clk, negedge rst_n)
      if (!rst_n)
        frwrd <= 10'h000;
      else if (clr_frwrd)
        frwrd <= 10'h000;
      else if (en)
        frwrd <= frwrd + add_term;
      else
        frwrd <= frwrd;
    logic [11:0] err_nudge;
    logic [11:0] desired_heading, cmd_append;
    assign cmd_append = |cmd[11:4] ? {cmd[11:4], 4'hF} : {cmd[11:4], 4'h0};
    always_ff @(posedge clk, negedge rst_n) begin
      if(!rst_n)
        desired_heading <= '0;
      else if(move_cmd | fan_cmd)
        desired_heading <= cmd_append;
      else
        desired_heading <= desired_heading;
    end
    always_comb begin
      if(!FAST_SIM) begin
        if(lftIR)
          err_nudge = 12'h05F;
        else if(rghtIR)
          err_nudge = 12'hFA1;
        else
          err_nudge = 12'h000;
      end
      else begin
        if(lftIR)
          err_nudge = 12'h1FF;
        else if(rghtIR)
          err_nudge = 12'hE00;
        else
          err_nudge = 12'h000;
      end
    end
    assign error = $signed(heading) - $signed(desired_heading) + $signed(err_nudge);                                    
    always_ff @(posedge clk, negedge rst_n) begin
      if (!rst_n) 
        cntrIR_flop <= 1'b0;
      else 
        cntrIR_flop <= cntrIR;
    end
    assign cntrIR_rise = (~cntrIR_flop && cntrIR);
    always_ff @(posedge clk, negedge rst_n) begin
      if (!rst_n) 
        line_cntr <= 0;
      else if (move_cmd | fan_cmd)
       line_cntr <= 0;
      else if (cntrIR_rise) 
        line_cntr <= line_cntr + 1;
    end
    always_ff @(posedge clk, negedge rst_n) begin
      if (!rst_n) 
        numSquares <= '0;
      else if (move_cmd | fan_cmd)  
        numSquares <= cmd[2:0];
    end
    assign numShifted = {numSquares, 1'b0};
    assign move_done = (numShifted === line_cntr);
endmodule
### flow/run.sh
#!/bin/bash
# OpenROAD 26Q1-2900-gdf79404cd8, Yosys 0.63+post, stock flow scripts
make -C /OpenROAD-flow-scripts/flow DESIGN_CONFIG=/design/flow/config.mk WORK_HOME=/design/flow/orfs finish
==> impl_metrics.ini <==
; implementation run metrics
[final_timing]
min_period_over_period = 0.965
fin_crit_ps = 5120
rsz0062_at_grt = false
maxSlewViolCount = 0
finalSetupTns_ps = 0
finalSetupViolCount = 0
fmax_mhz = 195
final.setup_skew_ps = 4.42
hold_viol_final = 0

[worst_setup_path]
startpoint_type = primary input
r2r_cells = 12
cp_max_fo = 6
critPathKind = primary input to output port
cp.required_ps = 4240
reg2reg_setup_slack_ps = 2210
timing.critical_path.from = lftIR
reg2reg_from = desired_heading[3]
rr_endpoint = state[1]
endpoint_kind = output port
cp_data_arrival_time_ps = 4060

[final_layout]
stdcell_area_sq_um = 3300
area_growth_pct = 31.7
fill_cells = 568
drive_above_1_share = 0.152
lay_top_cells = clkdlybuf4s50_1, inv_1, dfrtp_1
lay_top_count = clkdlybuf4s50_1

[die]
initial_core_util = 0.418
chipHeight_um = 81.1
die_x_um = 81.1
dieArea_sq_um = 6580
num_rows = 28
ios = 64
core_sq_um = 5990

[place]
port_buffers = 57
place_area_sq_um = 3210
hpwl_um = 4090
gp_congestion = 0.796

[yosys]
yosysChipArea_sq_um = 2500
ys_cells = 264
syn_avg_cell_area_sq_um = 9.48
ys_seq_frac = 0.301
ys_ff = 30
syn_area_sq_um = 2500
syn-instance-count = 264
synth-async-reset-ratio = 1.00
edf_count = 0
synthDistinctLibCells = 56
dominantRegCellSynth = dfrtp_1
yosysWarnings = 1

[clocking]
clkLatencyLatePin_ps = 270
clock-sinks = 30
post_cts_buffers = 0
clk_pin_slew_ps = 60
tritoncts = built
cts-root-buf = clkbuf_8
numCtsBuffers = 5
htree_num_levels = 2
cts.path.max_buffers = 2

[detailed_routing]
ant_nets = 0
dr.max_layer_used = met4
diodes = 0
routed_wl_um = 4930
wl_met2_um = 2200
vias = 1979
wl_per_cell_um = 12.0
wirelength_met1_um = 2460
drc = 0
drt_iter0_markers = 40
dr_wl_met3_um = 225
dr.pass1.iters = 4
vias_per_cell = 4.83

[power]
leakagePower_nw = 1.56
vdd_ir_drop_max_v = 0.000227
power_density_nw_per_um2 = 381

[global_route]
grt_start_max_net_pins = 31
antenna_found_initial = 0
gr-total-overflow = 0
grt_usage = 0.174
grt_pass1_wl_um = 8580
grt_pass1_vias = 1961

[worst_hold_path]
holdPathStages = 2
holdPathEnd = state[6]
min-delay-path-class = flop to flop
worstHoldStart = state[3]

[run]
tool_warnings = 26
drv_cap = 0

[outcome]
outcome = complete, no violations
## registers in the layout (all words and copies together), names as in the netlist
register	flops
numSquares	3
desired_heading	9
fanfare	1
state	7
line_cntr	4
cntrIR_flop	1
frwrd	5
## how the worst max path moves through the flow
stage / to / slack, ps
5_1_grt: error[10] / 20
4_1_cts: error[8] / 70
6_report: error[10] / 180
## layout make-up
cell class                 count  area [sq um]  share of cell area
sequential                    30           752               0.228
inverter                      44           165              0.0501
multi-input combinational    187          1560               0.474
tap                           75          93.8              0.0285
timing repair buffer          67           646               0.196
clock inverter                 2          10.0             0.00304
clock buffer                   5          68.8              0.0209
## power by group
part	switching (mW)	internal, mW
combinational	0.322	0.422
sequential	0.0565	0.289
clock	0.0776	0.0877
## per-layer routing
layer / vias to the layer above / GRT usage
li1: 1027 / -
met1: 914 / 0.269
met2: 34 / 0.275
met3: 4 / 0.0308
met4: 0 / 0.0143
met5: - / 0
## repair_timing
action	in CTS	in global routing
gates resized	0	2
hold buffers	0	0
endpoints found under the setup margin	0	3
## worst max-delay path: stages
cell	delay (ps)
clkdlybuf4s50_1	490
inv_2	90
ha_1	310
inv_1	60
ha_1	190
inv_1	70
fa_1	380
nor2b_1	150
o21ai_2	90
o211a_4	280
a211o_1	260
o311ai_2	100
clkdlybuf4s50_1	520
## kinds of logic (layout without fill, tap and decap cells)
group | Yosys count | count (layout) | synth area share
and+or+nand+nor | 76 | 76 | 0.164
buffers and inverters | 51 | 118 | 0.0845
AOI/OAI and AO/OA | 45 | 45 | 0.145
DFF | 30 | 30 | 0.301
adders and majority gates | 28 | 28 | 0.176
xor gates and xnor gates | 18 | 18 | 0.0630
muxes | 15 | 15 | 0.0660
other | 1 | 5 | 0.00150
## cell usage after synthesis, drive strengths merged, types with 5 or more instances
master | number | area (sq um)
mux2 | 12 | 135
nand2b | 5 | 31.3
a21oi | 11 | 66.3
nor2 | 23 | 86.3
nor3 | 5 | 25.0
xor2 | 7 | 61.3
inv | 44 | 165
dfrtp | 29 | 726
nor2b | 5 | 31.3
o21ai | 7 | 46.3
xnor2 | 11 | 96.3
nand2 | 15 | 56.3
buf | 6 | 42.5
ha | 16 | 200
fa | 12 | 240
## per-stage QoR
stage	hold WS, ps	util	setup WS, ps	power, mW	cells
final	444	0.550	184	1.25	410
after CTS	443	0.549	72.7	1.27	410
after floorplan	414	-	1000	0.781	268
after detailed placement	430	0.536	66.4	1.09	403
after global placement	434	0.536	114	1.09	403
after global routing	497	0.550	16.7	1.38	410
Power and IR drop assume default switching activity.

--- design/flow/config.mk ---
export PLATFORM = sky130hd
export DESIGN_NAME = PID
export DESIGN_NICKNAME = PID
export VERILOG_FILES = /design/flow/design.v
export SDC_FILE = /design/flow/constraint.sdc
export NUM_CORES = 4
export LEC_CHECK = 1
export CORE_UTILIZATION = 50
--- design/flow/constraint.sdc ---
current_design PID

set clk_period 7.6
set clk_io_pct 0.2

create_clock -name clk0 -period $clk_period [get_ports {clk}]

set non_clock_inputs [all_inputs -no_clocks]
set_input_delay [expr $clk_period * $clk_io_pct] -clock clk0 $non_clock_inputs
set_output_delay [expr $clk_period * $clk_io_pct] -clock clk0 [all_outputs]
--- design/flow/design.v ---
module PID(input signed [11:0] error, input clk, input rst_n, input err_vld, input moving, input [9:0] frwrd, output signed [10:0] lft_spd, output signed [10:0] rght_spd);
	logic signed [8:0] I_term, I_term_2;
	logic signed [10:0] frwrd_ext, lft_pre_sat, rght_pre_sat;
	logic signed [12:0] D_term, D_term_2;
	logic signed [13:0] PID, PID_2, P_SE, I_SE, D_SE, P_term, P_term_2;
	logic signed [11:0] error2;
	logic err_vld2;
	logic moving2;
	logic [9:0] frwrd2;
	always_ff @(posedge clk, negedge rst_n) begin
		if (~rst_n) begin
			P_term_2 <= 0;
			I_term_2 <= 0;
			D_term_2 <= 0;
			PID <= 0;
			error2 <= 0;
			err_vld2 <= 0;
			moving2 <= 0;
			frwrd2 <= 0;
		end
		else begin
			P_term_2 <= P_term;
			I_term_2 <= I_term;
			D_term_2 <= D_term;
			PID <= PID_2;
			error2 <= error;
			err_vld2 <= err_vld;
			moving2 <= moving;
			frwrd2 <= frwrd;
		end
	end
	assign P_SE = {P_term_2[13], P_term_2[13:1]};
	assign I_SE = {{5{I_term_2[8]}}, I_term_2};
	assign D_SE = {D_term_2[12], D_term_2};
	assign frwrd_ext = {1'b0, frwrd2};
	assign PID_2 = P_SE + I_SE + D_SE;
	assign lft_pre_sat = (moving2) ? (PID[13:3] + frwrd_ext) : 11'h000;
	assign rght_pre_sat = (moving2) ? (frwrd_ext - PID[13:3]) : 11'h000;
	assign lft_spd = (~PID[13] & lft_pre_sat[10]) ? 11'h3FF : lft_pre_sat;
	assign rght_spd = (PID[13] & rght_pre_sat[10]) ? 11'h3FF : rght_pre_sat;
	logic signed [9:0] err_sat;
	parameter signed P_COEFF = 6'h10;
	assign err_sat = (error2[11] == 1 && (error2[10] == 0 || error2[9] == 0)) ? 10'b1000000000 : (error2[11] == 0 && (error2[10] == 1 || error2[9] == 1)) ? 10'b0111111111 : error2[9:0];
	assign P_term = P_COEFF * err_sat;
	logic signed [14:0] I_error, integrator, sum, muxOut, nxt_integrator;
	logic overflow, muxSelect;
	assign I_error = (err_sat[9] == 1) ? {5'b11111, err_sat[9:0]} : {5'b00000, err_sat[9:0]};
	assign sum = I_error + integrator;
	assign overflow = (I_error[14] == integrator[14] && sum[14] == ~I_error[14]) ? 1'b1 : 1'b0;
	and (muxSelect, ~overflow, err_vld2);
	assign muxOut = (muxSelect == 1) ? sum : integrator;
	assign nxt_integrator = (moving2 == 1) ? muxOut : 15'h0000;
	always_ff@(posedge clk, negedge rst_n)
		if(!rst_n)
			integrator <= 15'h0000;
		else
			integrator <= nxt_integrator;
	assign I_term = integrator[14:6];
	logic [9:0] q1, q2, prev_err;
	logic [9:0] D_diff;
	logic [7:0] D_diff_sat;
	localparam signed D_COEFF = 5'h07;
		always_ff@(posedge clk, negedge rst_n) begin
			if (!rst_n) begin
				q1 <= 10'h000;
				q2 <= 10'h000;
				prev_err <= 10'h000;
			end
			else if(err_vld2) begin
				q1 <= err_sat;
				q2 <= q1;
				prev_err <= q2;
			end
		end
	assign D_diff = err_sat - prev_err;
	assign D_diff_sat = (D_diff[9] == 1 && (D_diff[8] == 0 || D_diff[7] == 0)) ? 8'h80 : (D_diff[9] == 0 && (D_diff[8] == 1 || D_diff[7] == 1)) ? 8'h7F : D_diff[7:0];
	assign D_term = $signed(D_diff_sat) * $signed(D_COEFF);
endmodule
--- design/flow/run.sh ---
#!/bin/bash
# OpenROAD 26Q1-2900-gdf79404cd8, Yosys 0.63+post, stock flow scripts
make -C /OpenROAD-flow-scripts/flow DESIGN_CONFIG=/design/flow/config.mk WORK_HOME=/design/flow/orfs finish
==> results_dict.tcl <==
# place-and-route summary
set metrics [dict create \
    status "finished, final reports clean" \
    initCoreUtil_pct 51.1 \
    overflow 0 \
    htree_num_levels 3 \
    rrSetupSlack_ns 1.11 \
    drive_above_1_share_pct 7.71 \
    clockRootBuffer "clkbuf_16" \
    fin_skew_ns 0.00808 \
    rr_endpoint "D_term_2[11]" \
    regArea_sq_mm 0.00278 \
    rsz0062_at_grt "false" \
    flop_cell "dfrtp_1" \
    critical_path_arrival_ns 6.76 \
    top_area_cell "dfrtp_1" \
    end_kind "flop" \
    clock_latency_ns 0.35 \
    ys_cells 639 \
    maxSlewHeadroom_pct 53.4 \
    final.min_clock_period_ns 6.49 \
    grt_pass1_vias 4485 \
    ys_seq_elements 111 \
    drt-total-wl_mm 12.2 \
    dieHeight_um 118 \
    cp_max_fo 13 \
    cts_tree "yes" \
    drc_errors 0 \
    finalMaxSlewViolations 0 \
    gp_congestion 0.875 \
    fin_tns_setup_ns 0 \
    irDropWorstVdd_v 0.000309 \
    hold_buffers 0 \
    final_util_pct 58.2 \
    post_cts_buffers 0 \
    antenna_found_initial 0 \
    pwr_density_cell_mw_per_mm2 450 \
    cp-start-kind "flop" \
    hold_viol 0 \
    rr_worst_depth 22 \
    holdPathStages 0 \
    core_sq_mm 0.0132 \
    rr_startpoint "error2[11]" \
    max_freq_mhz 154 \
    logic_area_sq_mm 0.00370 \
    rows 42 \
    yosysWarnings 1 \
    dr.pass1.iters 4 \
    hp-class "reg2reg" \
    fill_cells 1133 \
    cts_buffers 9 \
    synth_cells 639 \
    area_leaders "dfrtp_1 (41%), ha_1 (13%), fa_1 (5.9%)" \
    yosysSeqAreaShare_pct 41.0 \
    yosys-stat-area_sq_mm 0.00677 \
    drtIter0Drc 174 \
    grt_use_total_pct 19.7 \
    warning_count 37 \
    worstSetupPathType "reg2reg" \
    hold_end "I_term_2[2]" \
    worstMarginPinSlew_ns 0.691 \
    path_clk_slew_ns 0.07 \
    synth.distinct_cells 61 \
    synth_area_sq_mm 0.00677 \
    cap_violations 0 \
    synth_top_area_share_pct 41.0 \
    grt_max_degree 44 \
    dieArea_sq_mm 0.0140 \
    edf_count 0 \
    holdCritStartpoint "integrator[8]" \
    wl_per_cell_um 14.1 \
    portBuffers 47 \
    viasPerCell 5.25 \
    n_antenna_cell 0 \
    finalSetupViolCount 0 \
    place_hpwl_mm 9.38 \
    cts.path.max_buffers 2 \
    ant_nets 0 \
    p_leak_uw 0.00365 \
    io_pins 48 \
    syn_to_final_growth_pct 13.9 \
    grt_pass1_wl_mm 21.2 \
    async_flop_share_pct 100 \
    required_ns 7.87 \
    dieWidth_um 118 \
    avgSynthCellArea_sq_um 10.6 \
    post_cts_resized 0 \
    clock-sinks 111 \
    vias 4535 \
    finalClockPeriodUsage_pct 85.4 \
]
==> worst max-delay path by stage <==
stage               to       start  cells past startpoint
4_1_cts   D_term_2[11]  error2[11]                     23
5_1_grt   D_term_2[11]  error2[11]                     23
6_report  D_term_2[11]  error2[11]                     22
==> metal layers <==
metal / vias up / routed length (um) / global-route usage (%)
met5: - / 0 / 0
met1: 2132 / 5840 / 30.8
met4: 0 / 305 / 3.69
li1: 2297 / - / -
met2: 88 / 5630 / 31.4
met3: 18 / 379 / 2.07
==> cells in the final DEF (no fill, tap or decap), types with 2 or more instances in the layout <==
cell type and instances:
nor4_1 2, clkbuf_16 9, nor2_1 48, nand2b_1 5, fa_1 20, a41oi_1 3
dfrtp_1 111, nor3_1 10, o2111ai_1 2, o21ai_0 36, a21o_1 15, nand2_1 31
mux2_2 23, and3_1 3, o311ai_1 2, buf_4 5, and2_1 3, a211oi_1 3
xnor2_1 37, clkinvlp_4 2, or4_1 2, o21a_1 7, a21oi_1 36, nand3_1 9
o21ai_1 3, ha_1 73, o31ai_1 2, a22o_1 14, or3_1 4, inv_1 60
mux2i_1 2, xor2_1 12, clkdlybuf4s50_1 46, nor2b_1 4, o21bai_1 13
==> Yosys cell counts, types with 3 or more instances <==
master	instances
and3_1	3
nor2b_1	4
nand2b_1	5
o21a_1	7
o21bai_1	13
ha_1	73
a21o_1	15
buf_2	3
or3_1	4
clkbuf_1	12
a41oi_1	3
nand2_1	31
xnor2_1	37
o21ai_1	3
dfrtp_1	111
xor2_1	12
o21ai_0	36
nor2_1	48
a22o_1	14
inv_1	60
and2_1	3
nor3_1	10
a211oi_1	3
nand3_1	9
mux2_2	23
a21oi_1	36
fa_1	20
==> stage by stage <==
stage	cells	hold slack [ns]	cell area (sq um)	worst slack [ns]	total power, uW
after floorplan	639	0.380	6770	1.80	2510
after global placement	849	0.391	7420	1.29	2990
after detailed placement	849	0.393	7420	1.18	3030
after CTS	863	0.406	7710	1.09	3510
after global routing	863	0.433	7710	0.560	3880
final	863	0.402	7710	1.11	3470
==> cell families after synthesis <==
logic type / Yosys count / share of synthesized area (%)
xor+xnor: 49 / 6.34
flops: 111 / 41.0
simple gates: 132 / 9.39
mux: 25 / 4.12
compound gates: 152 / 15.4
fa+ha+maj: 93 / 19.4
buf+inv: 77 / 4.33
==> power breakdown <==
| group | total [uW] | switching [uW] | leakage [uW] | internal [uW] |
|---|---|---|---|---|
| clock network | 462 | 201 | 0.000134 | 261 |
| registers | 823 | 70.5 | 0.00135 | 753 |
| logic | 2180 | 1080 | 0.00217 | 1100 |
| total | 3470 | 1360 | 0.00365 | 2110 |
==> flip-flops by register name, summed over array words and instances, names as in the netlist, 9 cells and up <==
register    count
integrator     15
D_term_2       12
frwrd2         10
prev_err       10
error2         12
q1             10
P_term_2       10
q2             10
PID            11
I_term_2        9
==> critical path, cell delays in order (launching register included) <==
cell and delay, ns:
dfrtp_1 0.63, a21boi_1 0.56, nor2_1 0.26, ha_1 0.34, nor2b_1 0.14, o2111a_2 0.28, or3_4 0.41, a2111oi_4 0.42
nor3_2 0.14, a21oi_1 0.44, o21ai_0 0.22, ha_1 0.36, fa_1 0.49, ha_1 0.32, a21o_1 0.18, a21oi_1 0.21
o21bai_1 0.08, a21oi_1 0.23, o21bai_1 0.09, a21o_1 0.20, a41o_1 0.24, nand2_1 0.07, xnor2_1 0.11
==> final cells by class <==
type / instances / area share [%]
clock buffers: 11 / 3.15
clock inverters: 3 / 0.585
inverters: 60 / 2.92
multi-input cells: 451 / 48.0
flip-flops and latches: 111 / 36.0
well taps: 176 / 2.86
repair buffers: 51 / 6.46
Power figures rest on the tool's default switching activity, not on a simulated workload.
